==> flow/design.v <==
module replication (
    input a, b, c, d, e,
    output [24:0] out ); 
    logic [24:0]top_vector;
    assign top_vector = { {5{a}}, {5{b}}, {5{c}}, {5{d}}, {5{e}} };
    logic [24:0]bottom_vector;
    assign bottom_vector = { {5{a, b, c, d, e}} };
    assign out = ~{top_vector} ^ {bottom_vector};
endmodule
==> flow/run.sh <==
#!/bin/bash
# OpenROAD 26Q1-2900-gdf79404cd8, Yosys 0.63+post, stock flow scripts
make -C /OpenROAD-flow-scripts/flow DESIGN_CONFIG=/design/flow/config.mk WORK_HOME=/design/flow/orfs finish
==> flow/config.mk <==
export PLATFORM = sky130hd
export DESIGN_NAME = replication
export DESIGN_NICKNAME = replication
export VERILOG_FILES = /design/flow/design.v
export SDC_FILE = /design/flow/constraint.sdc
export NUM_CORES = 4
export LEC_CHECK = 1
export CORE_AREA = 10 10 70 70
export DIE_AREA = 0 0 80 80
==> flow/constraint.sdc <==
current_design replication

set clk_period 1.0
set clk_io_pct 0.2

create_clock -name clk0 -period $clk_period

set non_clock_inputs [all_inputs -no_clocks]
set_input_delay [expr $clk_period * $clk_io_pct] -clock clk0 $non_clock_inputs
set_output_delay [expr $clk_period * $clk_io_pct] -clock clk0 [all_outputs]
==> CHANGELOG.md <==
### Implementation results

- Core box area: 3420 um2
- Total Die Area: 6400 um2
- Number of antenna-violating nets in the routed design: 0
- Number of max-cap violations: 0
- Sum of negative setup slack: 0 ns
- CP endpoint kind: output pin
- Drt first-iter violations: 0
- Diode insertion count for antenna repair: 0
- Period Utilization, post-route: 94.5%
- Parity-gate share of the synthesized area counting xor and xnor cells: 34.1%
- Sequential fraction of the synthesis area: 0%
- Cell count listed in synth_stat.txt: 31
- FP Util: 7.51%
- Flip-flop and latch area: 0 um2
- Number of standard-cell rows in the floorplan: 21
- Required time of the worst setup path: 0.80 ns
- Final std cells w/o fill: 86
- Overall global routing resource usage: 2.38%
- Hold buffers post-CTS: 0
- Final weighted congestion in routability-driven placement: 0.629
- Min cycle time layout: 0.945 ns
- Final setup margin: 0.0549 ns
- Count of fill cells added during filler insertion: 395
- Number of failing hold endpoints at the final stage: 0
- Placed instance count: 86
- Largest family of logic cells by area: buffers and inverters
- Number of input and output port buffers inserted: 25
- Antenna violations before repair: 0
- Number of top-level pins: 30
- Area share of and-or/or-and cells after synthesis: 0%
- Leakage power summed over all cells: 0.228 nW
- Total overflow reported by the global router: 0
- Overall via count from detail_route: 188
- Category of the worst setup path launch point: input pin
- Number of global-route vias before repair: 233
- Drt wl/cell: 9.87 um
- Most instantiated cells after synthesis: 16 x sky130_fd_sc_hd__buf_4, 10 x sky130_fd_sc_hd__xnor2_1, 4 x sky130_fd_sc_hd__buf_6, 1 x sky130_fd_sc_hd__conb_1
- Class of the most critical setup path: input pin to output pin
- Largest type area fraction: 46.8%
- Endpoints failing setup: 0
- Biggest area cells: sky130_fd_sc_hd__buf_4 47%, sky130_fd_sc_hd__xnor2_1 34%, sky130_fd_sc_hd__buf_6 18%, sky130_fd_sc_hd__conb_1 1.5%
- Area post-placement: 414 um2
- Maximum number of pins on one net before global-route repair: 5
- Area growth syn-to-layout: 86.8%
- Count of yosys warnings during synthesis: 0
- Library cell with the largest summed area after synthesis: sky130_fd_sc_hd__buf_4
- Final Max-Slew Violation Tally: 0
- Final design instance area without fill: 479 um2
- Final cell utilization of the core: 14.0%
- Worst slack at placement: -0.791 ns
- Hold WC Path Type: input pin to output pin
- Total cell area reported by yosys after synthesis: 256 um2
- Chip Width: 80 um
- Synthesized cell area: 256 um2
- Most popular library cell in the synthesized design by count: sky130_fd_sc_hd__buf_4
- Share of final-layout standard cells stronger than drive strength 1: 37.5%
- Count of unique library cells instantiated by Yosys: 4
- Initial DRT Pass Iterations: 1
- Total tool warning count: 32
- Syn_area_per_cell: 8.27 um2
- Fmax achieved: 1060 MHz
- Pwr Density: 452 nW/um2
- Vias per std cell: 2.19
- Multiplexer area fraction after synthesis: 0%
- Simple share: 0%
- Data arrival, critical path: 0.75 ns
- Wire length of the first global-routing pass: 1230 um
- Die Height: 80 um
- Drt total wl: 849 um
- RSZ-0062 raised after global routing: no
- DRC violation count after routing: 0
- Layout clock buffer count: 0
- Area fraction in full adders, half adders and majority gates: 0%
- Peak ir drop on the vdd network: 106 uV
- Outcome: finished, final reports clean
- Maximum net fanout on the critical path: 4
- Cell count after synthesis: 31
- Final sequential cell count: 0
- Dpl hpwl: 777 um
==> logic make-up (layout without fill, tap and decap cells) <==
logic type | count (synthesis) | after routing
buffers and inverters | 20 | 25
XOR/XNOR | 10 | 10
other | 1 | 5
==> worst max-delay path: stages <==
cell                            delay [ns]
sky130_fd_sc_hd__buf_4                0.15
sky130_fd_sc_hd__xnor2_2              0.17
sky130_fd_sc_hd__dlygate4sd2_1        0.22
==> layout by cell type, fill, tap and decap left out <==
cell type and n:
sky130_fd_sc_hd__buf_4 2, sky130_fd_sc_hd__buf_6 2, sky130_fd_sc_hd__buf_8 1, sky130_fd_sc_hd__clkdlybuf4s15_1 1
sky130_fd_sc_hd__conb_1 5, sky130_fd_sc_hd__dlygate4sd2_1 19, sky130_fd_sc_hd__xnor2_2 9, sky130_fd_sc_hd__xnor2_4 1
==> cell type report <==
class | instances | area (um2) | share of cell area, %
multi-input combinational | 15 | 193 | 40.2
tap | 46 | 57.6 | 12.0
timing repair buffer | 25 | 229 | 47.8
==> per-stage QoR <==
stage | hold slack [ns] | power [mW]
detailed placement | 1.51 | 0.235
global placement | 1.51 | 0.236
global route | 0.792 | 0.240
finish | 0.764 | 0.216
floorplan | 0.541 | 0.128
CTS | 0.828 | 0.233
==> final timing paths <==
kind                  cells after the start  slack, ns  start  endpoint
worst min-delay path                      3       0.76      c    out[2]
worst max-delay path                      3       0.05      b   out[19]
==> layer usage <==
| metal | share of wire (%) | GRT usage (%) | vias up |
|---|---|---|---|
| met5 | 0 | 0 | - |
| met4 | 0 | 0 | 0 |
| met3 | 18 | 1.25 | 0 |
| met2 | 40 | 3.53 | 19 |
| met1 | 42 | 3.19 | 82 |
| li1 | - | - | 87 |
==> power breakdown <==
group	switching [mW]	total [mW]	internal (mW)
clock	0	0	0
sequential	0	0	0
combinational	0.0668	0.216	0.150
==> repair_timing <==
action | CTS | global route
pin swaps | 10 | 1
endpoints found under the hold margin | 0 | 0
buffers inserted | 1 | 0
gates cloned | 0 | 0
resized | 66 | 0
setup endpoints to repair | 20 | 1
Power is estimated from default activity; no workload was simulated.
