## design/flow/run.sh

```bash
#!/bin/bash
# OpenROAD 26Q1-2900-gdf79404cd8, Yosys 0.63+post, stock flow scripts
make -C /OpenROAD-flow-scripts/flow DESIGN_CONFIG=/design/flow/config.mk WORK_HOME=/design/flow/orfs finish
```

## design/flow/config.mk

```make
export PLATFORM = sky130hd
export DESIGN_NAME = min_of_four
export DESIGN_NICKNAME = min_of_four
export VERILOG_FILES = /design/flow/design.v
export SDC_FILE = /design/flow/constraint.sdc
export NUM_CORES = 4
export LEC_CHECK = 1
export CORE_AREA = 10 10 75 75
export DIE_AREA = 0 0 85 85
```

## design/flow/constraint.sdc

```tcl
current_design min_of_four

set clk_period 5.6
set clk_io_pct 0.2

create_clock -name clk0 -period $clk_period

set non_clock_inputs [all_inputs -no_clocks]
set_input_delay [expr $clk_period * $clk_io_pct] -clock clk0 $non_clock_inputs
set_output_delay [expr $clk_period * $clk_io_pct] -clock clk0 [all_outputs]
```

## design/flow/design.v

```verilog
module min_of_four (
    input [7:0] a, b, c, d,
    output [7:0] min
);
    logic [7:0]min_of_a_b;
    logic [7:0]min_of_c_d;
    assign min_of_a_b = (a < b? a : b);
    assign min_of_c_d = (c < d? c : d);
    assign min = (min_of_a_b < min_of_c_d? min_of_a_b : min_of_c_d);
endmodule
```

==> run_results.csv <==
group,metric,value,unit
final_timing,fin_hold_ws,2.722,ns
final_timing,setup_viol,0,
routing,num_antenna_cells,0,
min_path,holdPathEnd,"min[5]",
final_timing,slew_headroom,83.19,%
placement,dpl-instance-area,1453,µm²
worst_setup_path,worstPathArrival,4.27,ns
global_route,grt_pass1_wl,4.347,mm
min_path,hold_class,"input port to output pin",
placement,gp_congestion,0.7887,
global_route,busiest_layer,"met2",
finish,drive_gt1_share,45.40,%
yosys,yosys_warnings,0,
global_route,grt_use_met2,11.65,%
yosys,ys_seq_share,0,%
routing,routed_wl,2.676,mm
finish,num-fill-cells,367,
global_route,first_global_vias,1016,
global_route,grtUsageMet1,8.949,%
global_route,antenna_found_initial,0,
worst_setup_path,crit_type,"input port to output pin",
min_path,hold_depth,4,
final_timing,period_used_share,96.26,%
pwr,vdd_drop_max,0.07997,mV
finish,n_clock_buffer,0,
worst_setup_path,end_kind,"output pin",
global_route,grt_max_degree,7,
finish,regArea,0,µm²
yosys,ys_cells,98,
final_timing,setup-tns-final,0,ns
final_timing,slew_violations,0,
routing,ant_nets,0,
worst_setup_path,critPathLaunchType,"input port",
floorplan,die-height,85,µm
finish,syn2layout_area_growth,128.0,%
yosys,yosys_area,820.8,µm²
floorplan,pin_count,40,
floorplan,row_count,23,
worst_setup_path,path_max_fanout,5,
global_route,overflow,0,
pwr,leakage,1.049,nW
run,warnings,33,
finish,design.seq.count,0,
yosys,synthCells,98,
final_timing,fmax,185.5,MHz
final_timing,setup_ws,0.2097,ns
global_route,grt_util_met3,1.734,%
yosys,avgSynthCellArea,8.375,µm²
floorplan,die_w,85,µm
final_timing,hold_viol_final,0,
routing,dr.pass1.iters,2,
routing,dr_total_vias,945,
min_path,hp-start,"a[5]",
routing,wl_per_cell,11.95,µm
run,maxCapViolCount,0,
status,outcome,"complete, no violations",
pwr,powerDensity,128.7,nW/µm²
floorplan,fp_util,20.23,%
routing,routed_via_density,4.219,
placement,port_buffers,40,
placement,place_hpwl,2.230,mm
routing,remaining_drc_errors,0,
global_route,grt_usage,6.856,%
floorplan,chip_area,7225,µm²
final_timing,worst_pin_slew,0.2517,ns
routing,drt_iter0_drc,12,
floorplan,core_area,4058,µm²
yosys,syn_area,820.8,µm²
yosys,ys_types,23,
placement,dp_slack,-0.4917,ns
cts,hold_buffers,0,
finish,stdcell_area,1872,µm²
final_timing,fin_crit,5.390,ns
worst_setup_path,crit_required,4.48,ns
## worst max-delay path, stage by stage
cell             delay (ns)
clkdlybuf4s50_1        0.44
ha_1                   0.32
a21boi_2               0.17
a311oi_4               0.26
buf_6                  0.19
buf_4                  0.14
mux2i_1                0.23
ha_1                   0.27
nand4_1                0.13
o21ai_1                0.09
nor2_1                 0.12
buf_4                  0.13
o31a_4                 0.15
buf_4                  0.12
mux2i_1                0.17
clkdlybuf4s15_1        0.22
## through the flow
| step | utilization, % | power (mW) | instances |
|---|---|---|---|
| floorplan | - | 0.08457 | 98 |
| global placement | 35.80 | 0.1771 | 211 |
| detailed placement | 35.80 | 0.1768 | 211 |
| CTS | 39.16 | 0.2105 | 223 |
| global route | 46.13 | 0.2662 | 224 |
| finish | 46.13 | 0.2409 | 224 |
## cells in the final DEF, fill, tap and decap left out
cell type and n:
buf_4 32, dlymetal6s2s_1 22, inv_1 19, mux2i_1 12, ha_1 11, mux2i_4 8, ha_4 8, dlygate4sd2_1 5
buf_6 5, clkdlybuf4s50_1 4, clkdlybuf4s15_1 4, o21ai_1 3, mux2i_2 3, buf_2 3, nand4_1 2, o21a_1 2
nand2b_4 2, a21oi_1 2, inv_2 2, nor2b_1 2, a21oi_2 2, ha_2 2, clkbuf_2 2, nor2_2 1
a2111oi_2 1, nand2_1 1, o31ai_4 1, and4_4 1, or2b_4 1, a2111o_1 1, nand3_2 1, a21oi_4 1
a21boi_2 1, a311oi_4 1, nand3_1 1, a21o_1 1, nor2_1 1, o31a_4 1, o21ai_0 1, a22oi_1 1
## cells in the mapped netlist (all sizes together)
cell type	count	area, µm²
o21ai	4	20.02
o31ai	1	21.27
o21a	2	15.01
nand4	2	12.51
nand2	1	3.750
a21oi	5	25.02
a21boi	1	7.510
nand3	2	10.01
or2b	1	8.760
a22oi	1	7.510
mux2i	23	230.2
o31a	1	10.01
nor2b	2	12.51
buf	1	11.26
and4	1	10.01
a21o	1	7.510
ha	21	262.8
a2111o	1	11.26
a311oi	1	26.28
nor2	2	7.510
a2111oi	1	8.760
inv	21	78.83
nand2b	2	12.51
## timing repair
action / 4_1_cts / 5_1_grt
pin swaps: 8 / 16
setup endpoints to repair: 8 / 8
setup buffers: 12 / 1
resized: 42 / 62
## routing by layer
layer  wire, µm  up-vias
met2       1265       20
met5          0        -
li1           -      509
met4          0        0
met3        142        0
met1       1268      416
## worst max-delay path by stage
| stage | cells past startpoint | slack, ns | end | start |
|---|---|---|---|---|
| 6_report | 16 | 0.21 | min[2] | c[7] |
| 5_1_grt | 18 | -0.03 | min[5] | c[7] |
| 4_1_cts | 20 | -0.02 | min[7] | b[1] |
## logic make-up after synthesis
group	Yosys count	synth area share, %
AOI/OAI and AO/OA	19	19.51
adders and majority gates	21	32.01
buffers and inverters	22	10.98
muxes	23	28.05
and+or+nand+nor	13	9.451
## area by class of cell
cell class                 count  area (µm²)  area share [%]
timing repair buffer          77       720.7           38.50
multi-input combinational     76        1010           53.94
inverter                      21       78.83           4.211
tap                           50       62.56           3.342
## where the power goes
part,total [mW],switching [mW],internal [mW]
Clock,0,0,0
Combinational,0.241,0.0897,0.151
Sequential,0,0,0
Power figures rest on the tool's default switching activity, not on a simulated workload.
