--- flow/design.v ---
module six_one_mux (
    input [2:0] sel, 
    input [3:0] data0,
    input [3:0] data1,
    input [3:0] data2,
    input [3:0] data3,
    input [3:0] data4,
    input [3:0] data5,
    output reg [3:0] out
);
    always @(*) begin
         case (sel)
            3'b000: out = data0;
            3'b001: out = data1;
            3'b010: out = data2;
            3'b011: out = data3;
            3'b100: out = data4;
            3'b101: out = data5;
            default: out = 4'b0000;
        endcase
    end
endmodule
--- flow/run.sh ---
#!/bin/bash
# OpenROAD 26Q1-2900-gdf79404cd8, Yosys 0.63+post, stock flow scripts
make -C /OpenROAD-flow-scripts/flow DESIGN_CONFIG=/design/flow/config.mk WORK_HOME=/design/flow/orfs finish
--- flow/config.mk ---
export PLATFORM = sky130hd
export DESIGN_NAME = six_one_mux
export DESIGN_NICKNAME = six_one_mux
export VERILOG_FILES = /design/flow/design.v
export SDC_FILE = /design/flow/constraint.sdc
export NUM_CORES = 4
export LEC_CHECK = 1
export CORE_AREA = 10 10 70 70
export DIE_AREA = 0 0 80 80
--- flow/constraint.sdc ---
current_design six_one_mux

set clk_period 1.9
set clk_io_pct 0.2

create_clock -name clk0 -period $clk_period

set non_clock_inputs [all_inputs -no_clocks]
set_input_delay [expr $clk_period * $clk_io_pct] -clock clk0 $non_clock_inputs
set_output_delay [expr $clk_period * $clk_io_pct] -clock clk0 [all_outputs]
==> reports/results.ini <==
[min_path]
min_from = data4[0]
hold_path_class = input port to primary output

[critical_path]
worst_setup_path_end_kind = primary output
worst_ep_required_ns = 1.52
critical_path.most_common_cell = sky130_fd_sc_hd__buf_6
crit_chain = buf_6 -> buf_6 -> mux2_4 -> mux4_2 -> buf_2
slowest_stage_cell_on_the_critical_path = sky130_fd_sc_hd__mux4_2
crit_path_start = sel[1]
cpLargestDelayFamily = multiplexers
cpPeakStageDelay_ns = 0.45
critPathLaunchType = input port
timing.setup.critical_path_class = input port to primary output
critical_path_buf_inv_count = 3
worstPathMaxFanout = 8
timing.critical_path.arrival_ns = 1.47

[drt]
detail_route.antenna_diodes = 0
detail-route-antenna-nets = 0
vias = 300
drt_wl_total_mm = 1.15
remaining_drc_errors = 0
wl_per_cell_um = 11.7
drtIter0Drc = 8
route.detailed.vias_per_inst = 3.06
drt_pass1_iterations = 2

[final_timing]
number_of_endpoints_failing_setup_at_the_final_stage = 0
grt_setup_unrepaired = no
report.final.hold_viol_count = 0
whs_ns = 1.27
timing_max_transition_violations_final = 0
finalCritPeriodShare_pct = 97.2
slew_headroom_pct = 85.7
finalCriticalPeriod_ns = 1.85
final_total_negative_setup_slack_ns = 0
timing.fmax_ghz = 0.541
tightestPinTransition_ns = 0.215

[synthesis]
syn-instance-count = 20
synth_cell_types = 10
mappedNetlistArea_um2 = 250
synth-area-yosys_um2 = 250
yosysCellCount = 20
synth_sequential_area_ratio_pct = 0
synthDominantAreaCellType = sky130_fd_sc_hd__mux4_1
top_cells_by_count = sky130_fd_sc_hd__and2b_2 (5), sky130_fd_sc_hd__mux2_2 (3)
synth_top_area_share_pct = 21.0
most_frequent_cell_after_synthesis = sky130_fd_sc_hd__and2b_2
syn-mean-instance-area_um2 = 12.5
synthTopCellsByArea = sky130_fd_sc_hd__mux4_1 (21%), sky130_fd_sc_hd__mux4_2 (18%), sky130_fd_sc_hd__and2b_2 (18%)
yosys_warnings = 1

[floorplanning]
initCoreUtil_pct = 7.33
fp.dieArea_um2 = 6400
fp.dieH_um = 80
core.rowCount = 21
horiz_die_dim_um = 80
design.core.area_um2 = 3420
pin_count = 31

[placed_design]
placer_congestion = 0.706
port_buffers = 31
detailed_place_hpwl_mm = 1.10

[final_layout]
syn_to_final_growth_pct = 134
register_area_um2 = 0
layout.sequential_cells = 0
post_route_cells_drive_above_1_share_pct = 46.2
fillers = 408
clockBufferCount = 0

[global_route]
globalRouteTotalUtil_pct = 3.44
grt_first_pass_wirelength_mm = 1.75
grt_start_max_net_pins = 9
antenna_violations_before_repair = 0
first_global_vias = 373
grt_remaining_overflow = 0

[pwr]
power.static_leakage_nw = 0.283
max-vdd-ir-drop_v = 0.0000659
power_density_nw_per_um2 = 176

[run_status]
outcome = finished clean

[flow_run]
max-cap-violations = 0
openroad.warnings = 32

[clock_tree]
post-cts-setup-buffer-count = 0

-- worst paths after layout --
check / endpoint / slack, ns / cells past startpoint
worst min-delay path: out[0] / 1.27 / 4
worst max-delay path: out[0] / 0.05 / 5
-- layout make-up --
class / instances / area [um^2] / area share, %
Inverter: 1 / 3.75 / 0.641
Multi-Input combinational cell: 17 / 234 / 40.0
Tap cell: 46 / 57.6 / 9.83
Timing Repair Buffer: 34 / 290 / 49.6
-- layout by cell type (no fill, tap or decap) --
cell	instances
sky130_fd_sc_hd__a22o_1	2
sky130_fd_sc_hd__and2b_2	5
sky130_fd_sc_hd__buf_2	4
sky130_fd_sc_hd__buf_4	2
sky130_fd_sc_hd__buf_6	2
sky130_fd_sc_hd__clkbuf_2	1
sky130_fd_sc_hd__clkdlybuf4s50_1	4
sky130_fd_sc_hd__dlygate4sd2_1	20
sky130_fd_sc_hd__dlymetal6s2s_1	1
sky130_fd_sc_hd__inv_1	1
sky130_fd_sc_hd__mux2_2	2
sky130_fd_sc_hd__mux2_4	4
sky130_fd_sc_hd__mux4_2	4
-- logic make-up (layout without fill, tap and decap cells) --
| group | count (synthesis) | after routing | synth area share, % |
|---|---|---|---|
| mux | 10 | 10 | 67.5 |
| simple gates | 5 | 5 | 17.5 |
| buf+inv | 3 | 35 | 8.00 |
| compound gates | 2 | 2 | 7.00 |
-- through the flow --
stage | worst slack (ns) | utilization [%] | cells | instance area [um^2] | power [mW]
floorplan | 0.292 | - | 20 | 250 | 0.0413
global placement | -0.698 | 18.3 | 98 | 624 | 0.123
detailed placement | -0.722 | 18.3 | 98 | 624 | 0.123
CTS | 0.000251 | 17.0 | 98 | 581 | 0.105
global route | 0.0146 | 17.1 | 98 | 586 | 0.113
finish | 0.0527 | 17.1 | 98 | 586 | 0.103
-- power breakdown --
| group | leakage [nW] | switching, mW | internal, mW |
|---|---|---|---|
| clock | 0 | 0 | 0 |
| sequential | 0 | 0 | 0 |
| combinational | 0.283 | 0.0263 | 0.0770 |
-- per-layer routing --
layer / GRT usage (%) / wire (um) / vias up
li1: - / - / 144
met1: 4.30 / 517 / 135
met2: 5.62 / 512 / 21
met3: 1.59 / 117 / 0
met4: 0 / 0 / 0
met5: 0 / 0 / -
-- tightest hold or removal path, delay by kind of cell --
family	cells	cell delay, ns
multiplexers	1	0.22
AND/OR/NAND/NOR	1	0.13
buffers and inverters	2	0.17
-- repair_timing --
item | in CTS | in global routing
endpoints found under the setup margin | 4 | 4
resized | 43 | 5
pin swaps | 2 | 0
hold buffers | 0 | 0
Power figures rest on the tool's default switching activity, not on a simulated workload.
